--- ./design.v ---
module spi_master (
input clk,rst,wr,
input ready,op_done,miso,
input [7:0]din,
input [7:0]addr,
output reg mosi,cs,
output [7:0]dout,
output reg done,err
);
typedef enum bit[2:0] {idle=0,load=1,check_op=2,write=3,send_addr=4,check_ready=5,read=6,error=7}state_type;
state_type state;         
reg [16:0]din_reg;
reg [7:0]dout_reg;
integer count;
assign dout = dout_reg;
always @(posedge clk) begin
    if(rst) begin
        state<=idle;
        cs<=1'b1;
        mosi<=1'b0;
        dout_reg<=8'b0;
        done<=1'b0;
        err<=1'b0;
        count<=32'b0;
        din_reg<=17'b0; 
    end
    else begin
        case (state)
        idle: begin
            state<=load;
            cs<=1'b1;
            mosi<=1'b0;
            dout_reg<=8'b0;
            done<=1'b0;
            err<=1'b0;
            count<=32'b0;
            din_reg<=17'b0;  
         end
        load: begin
            din_reg<={din,addr,wr};
            state<=check_op;
        end
        check_op: begin
          if(wr==1'b1 && addr<32) begin
            cs<=1'b0;
            state<=write;
          end
          else if(wr==1'b0 && addr<32) begin
            cs<=1'b0;
            state<=send_addr;
          end
          else  begin
            state<=error;
          end
         end
        write: begin 
            if(count<=16) begin
                mosi<=din_reg[count];
                count<=count+1'b1;
                state<=write;
            end
            else begin
                cs<=1'b1;
                mosi<=1'b0;
                if(op_done) begin
                  done<=1'b1;
                  state<=idle;
                  count<=1'b0;
                end
                else begin
                    state<=write;
                end
            end
        end
        send_addr: begin
          if(count<=8) begin
                mosi<=din_reg[count];
                count<=count+1'b1;
                state<=send_addr;
            end
            else begin
                cs<=1'b1;
                mosi<=1'b0;
                count<=1'b0;
                state<=check_ready;
            end
        end
        check_ready: begin
          if (ready) begin
            state<=read;
          end
          else begin
            state<=check_ready;
          end
        end
        read: begin
          if(count<=7) begin
            dout_reg[count]<=miso;
            count<=count+1'b1;
            state<=read;
          end
          else begin
             count<=0;
             state<=idle;
             done<=1'b1;
          end
        end
          error: begin
            err<=1'b1;
            state<=idle;
            done<=1'b1;
          end
        endcase
    end
end
endmodule
module  spi_memory(
    input miso,cs,
    input clk,rst,
    output reg mosi,ready,op_done
);
  typedef enum bit[2:0]{idle=0,detect=1,receive_data=2,addr=3,send_data=4,start=5}state_type;
state_type state;
reg [7:0]mem[32];
integer count;
integer i;
reg [15:0] data_reg;
reg [7:0]addr_reg;
reg [7:0]data_out;
always @(posedge clk) begin
  if(rst) begin
        state<=idle;
        count<=0;
        mosi<=1'b0;
        ready<=1'b0;
        op_done<=1'b0;
        data_reg<=8'b0;
        addr_reg<=8'b0;
        data_out<=8'b0;
        for(i=0;i<32;i=i+1) begin
            mem[i]<=8'b0;
        end
    end
    else begin
        case(state)
          idle: begin
            count<=1'b0;
            mosi<=1'b1;
            ready<=1'b0;
            op_done<=1'b0;
            data_reg<=8'b0;
            addr_reg<=8'b0;
            data_out<=8'b0;
             if((cs==0)) 
             state<=detect;
            else 
              state<=idle;
          end
        detect: begin
            if(miso & (cs==0)) 
             state<=receive_data;
            else if ((!miso) & (cs==0))
              state<=addr; 
            else 
              state<=detect;
        end
        receive_data: begin
            if(count<=15) begin
                data_reg[count]<=miso;
                count<=count+1'b1;
                state<=receive_data;
            end
            else begin
                count<=1'b0;
                mem[{data_reg[7:0]}]<=data_reg[15:8];
                state<=idle;
                op_done<=1'b1;
            end
        end
       addr:begin
         if(count<=7)begin
            addr_reg[count]<=miso;
            count<=count+1'b1;
            state<=addr;
         end
         else begin
            count<=0;
            state<=send_data;
            ready<=1'b1;
            data_out<=mem[addr_reg];
         end
       end
       send_data: begin
        if(count<=7)begin
            mosi<=data_out[count];
            count<=count+1'b1;
            state<=send_data;
         end
         else begin
            count<=0;
            state<=idle;
            op_done<=1'b1;
         end
       end
       default: 
         state<=idle;
        endcase
    end
end
endmodule
module spi_top(
    input clk,rst,wr,
    input [7:0]din,addr,
    output done,err,
    output [7:0]dout
);
wire cs,mosi,miso,op_done,ready;
spi_master dut1(clk,rst,wr,ready,op_done,miso,din,addr,mosi,cs,dout,done,err);
spi_memory dut2(mosi,cs,clk,rst,miso,ready,op_done);
endmodule
--- ./run.sh ---
#!/bin/bash
# OpenROAD 26Q1-2900-gdf79404cd8, Yosys 0.63+post, stock flow scripts
make -C /OpenROAD-flow-scripts/flow DESIGN_CONFIG=/design/flow/config.mk WORK_HOME=/design/flow/orfs finish
--- ./config.mk ---
export PLATFORM = sky130hd
export DESIGN_NAME = spi_top
export DESIGN_NICKNAME = spi_top
export VERILOG_FILES = /design/flow/design.v
export SDC_FILE = /design/flow/constraint.sdc
export NUM_CORES = 4
export LEC_CHECK = 1
export CORE_UTILIZATION = 40
--- ./constraint.sdc ---
current_design spi_top

set clk_period 9.1
set clk_io_pct 0.2

create_clock -name clk0 -period $clk_period [get_ports {clk}]

set non_clock_inputs [all_inputs -no_clocks]
set_input_delay [expr $clk_period * $clk_io_pct] -clock clk0 $non_clock_inputs
set_output_delay [expr $clk_period * $clk_io_pct] -clock clk0 [all_outputs]
==> job_summary.md <==
## PnR job results

| Metric | Value |
|---|---|
| M1 wire length | 21300 um |
| Worst path required time | 9.59 ns |
| Power share of the clock group | 46.1% |
| Post-Route Utilization | 44.6% |
| Slew Viols, Final | 0 |
| Total die size | 0.0527 mm2 |
| Top-level port count | 29 |
| Type of origin of the critical path | flip-flop |
| Worst-case clock buffer depth | 3 |
| Standard cell with the maximum stage delay on the critical path | or4_1 |
| Portion of total power attributed to combinational logic | 3.7% |
| Total vias in the final route | 14307 |
| Cell chosen for the clock root | clkbuf_16 |
| Post-CTS setup repair buffer count | 0 |
| Final total power | 0.00395 W |
| Setup clock skew after layout | 0.0119 ns |
| Type of the worst setup path | reg -> reg |
| Area of the synthesized netlist per yosys stat | 0.0207 mm2 |
| Total antenna diodes in the routed design | 0 |
| Hold crit path type | reg -> reg |
| RD Place Congestion | 0.955 |
| Top flop regs | dut2.mem (256), dut1.count (32), dut2.count (32) |
| Fraction of power consumed by sequential logic | 50.2% |
| Max-cap viol count | 0 |
| Chip height | 230 um |
| Number of logged tool warnings | 27 |
| Flip-flop and latch count after synthesis | 396 |
| Post-layout minimum cycle time | 4.49 ns |
| Internal power consumption | 0.00311 W |
| Total detailed-routing wirelength | 49900 um |
| # Cells Yosys | 1894 |
| Most instantiated flip-flop cell in the synthesis netlist | edfxtp_1 |
| Number of antenna-violating nets in the routed design | 0 |
| IR Drop Worst-Case VDD | 0.000128 V |
| Via count of the first global-routing pass | 14062 |
| CTS-repair resized insts | 0 |
| CTS H-tree lvls | 2 |
| Floorplan Utilization | 40.5% |
| Stage delay of the slowest cell on the critical path | 0.53 ns |
| Leakage power | 7.77 nW |
| Worst path buffer plus inverter count | 1 |
| Total GRT Usage | 20.3% |
| Total DRC errors in the routed layout | 0 |
| Cell family contributing the most delay on the critical path | simple AND/OR/NAND/NOR gates |
| First-pass GRT wire length | 78700 um |
| Top reg by flops | dut2.mem |
| Worst-margin pin slew | 0.802 ns |
| Outcome | finished clean |
| Fmax | 0.223 GHz |
| Sum of met3 wire segment lengths after detailed routing | 5600 um |
| Power density normalized to cell area | 173 mW/mm2 |
| Average via count per standard cell | 5.59 |
| Yosys Warn Count | 2 |
| Post-synth design cell area | 0.0207 mm2 |
| Core Area | 0.0512 mm2 |
| # port buffers | 28 |
| Syn-to-layout area delta | 10.3% |
| Topmost layer with routed signal wires | met4 |
| Filler instances | 4567 |
| Row count | 83 |
| Proportion of layout cells with a drive suffix above 1 | 13.9% |
| Ordered cell list for the critical path | inv_1, ha_1, nor3b_2, nand4_1, o31ai_1, nand4_1, or4_1, o22ai_1, nand4b_1, or4_1, a211oi_1 |
| Final number of hold-violating endpoints | 0 |
| DP Wirelength | 33100 um |
| Clock edge transition at the registers on the reported setup and hold paths | 0.06 ns |
| Net switching component of the power | 0.000840 W |
| Total grt overflow | 0 |
| Maximum fanout along the worst path | 18 |
| Tally of unique sky130hd cells used after synthesis | 89 |
| Crit path arrival time | 4.98 ns |
| Setup repair after global routing missed its margin | false |
| Pin count of the biggest net entering global routing | 65 |
| Post-synth tally of flip-flops with integrated enable | 256 |
| Worst Setup End Kind | flip-flop |
| Share of the synthesized area in the top cell type | 37.1% |
| Final clock period utilization by the worst path | 49.3% |
| Clock tree sinks | 396 |
| Post-synthesis average cell area | 10.9 um2 |
| Cell type with the largest total area | edfxtp_1 |
| Max FFs per register | 256 |
| Switching share of total power | 21.3% |
| Slew HR | 46.4% |
| Antenna violations before repair | 0 |
| TritonCTS clock tree | built |
| Drt wl/cell | 19.5 um |
| Pre-antenna DRT Iters | 5 |
| Final setup violation count | 0 |
| Register share after synthesis | 50.7% |
| Die X-Extent | 230 um |
| Inserted Clock Buffers | 42 |
| Share of flip-flops with an asynchronous set or reset after synthesis | 0% |
| Iteration-0 DRC Markers | 825 |
| Aggregate negative setup slack | 0 ns |
| Syn Inst Count | 1894 |
| Clock latency on the worst-skew pair | 0.58 ns |
| Largest cells by area after synthesis | edfxtp_1 (37%), dfxtp_1 (14%), mux4_2 (9.4%) |
| Routed length on met2 | 21800 um |
| # hold bufs at CTS | 0 |
power by group through the flow:
| stage | sequential, W | clock, W | combinational [W] |
|---|---|---|---|
| CTS | 0.00199 | 0.00186 | 0.000145 |
| global route | 0.00199 | 0.00193 | 0.000157 |
| finish | 0.00199 | 0.00182 | 0.000145 |
cell usage in the layout (no fill, tap or decap), drive strengths merged, types with 34 or more instances in the layout:
cell,netlist,layout
nand3,62,62
nand4,34,34
or2,39,39
edfxtp,256,256
o21ai,43,43
a21oi,66,66
dfxtp,140,140
mux4,86,86
and2,261,261
nor2,188,188
nand2,96,96
xnor2,42,42
clkbuf,111,54
nor4,35,35
nor3,65,65
path summary, 6_finish.rpt:
check	slack [ns]	depth (start not counted)	endpoint	from
hold / removal	0.46	2	flip-flop	dut2.addr_reg[0]$_SDFFE_PP0P_
setup reg to reg	4.61	11	dut2.data_reg[11]$_SDFFE_PP0P_	dut2.count[0]$_SDFFE_PP0P_
setup / recovery	4.61	11	dut2.data_reg[11]$_SDFFE_PP0P_	dut2.count[0]$_SDFFE_PP0P_
hold reg to reg	0.46	2	flip-flop	dut2.addr_reg[0]$_SDFFE_PP0P_
Yosys cell counts, drive strengths merged (35+ instances only):
library cell,count
and2,261
edfxtp,256
nor2,188
dfxtp,140
clkbuf,111
nand2,96
mux4,86
a21oi,66
nor3,65
nand3,62
o21ai,43
xnor2,42
or2,39
buf,36
nor4,35
metal layers:
layer,vias to the layer above,GRT usage [%]
met2,561,28.7
met5,-,0.368
met4,0,4.19
met1,6785,29.5
li1,6884,-
met3,77,10.2
kinds of logic (layout without fill, tap and decap cells):
logic type / count (synthesis) / after routing / share of synthesized area [%]
and+or+nand+nor: 908 / 908 / 24.6
adders and majority gates: 4 / 4 / 0.242
buffers and inverters: 175 / 159 / 3.79
DFF: 396 / 396 / 50.7
AOI/OAI and AO/OA: 242 / 242 / 7.74
muxes: 105 / 105 / 10.3
xor gates and xnor gates: 64 / 64 / 2.71
metrics by stage:
| stage | instance area (um2) | cells | hold slack (ns) | setup WS, ns |
|---|---|---|---|---|
| after floorplan | 20700 | 1894 | 0.433 | 5.55 |
| after global placement | 21400 | 2480 | 0.445 | 4.78 |
| after detailed placement | 21400 | 2480 | 0.456 | 4.74 |
| after CTS | 22800 | 2558 | 0.462 | 4.69 |
| after global routing | 22800 | 2558 | 0.484 | 4.17 |
| final | 22800 | 2558 | 0.464 | 4.61 |
cell type report:
| type | instances | area (um2) | area share [%] |
|---|---|---|---|
| Sequential cell | 396 | 10500 | 45.9 |
| Inverter | 27 | 101 | 0.444 |
| Timing Repair Buffer | 54 | 473 | 2.07 |
| Clock inverter | 24 | 278 | 1.22 |
| Clock buffer | 54 | 1210 | 5.30 |
| Multi-Input combinational cell | 1323 | 9440 | 41.3 |
| Tap cell | 680 | 851 | 3.72 |
worst register-to-register path: cells and delay by family (launching register included):
| kind | cells | cell delay [ns] |
|---|---|---|
| AOI/OAI and AO/OA | 3 | 0.99 |
| adders and majority gates | 1 | 0.29 |
| buffers and inverters | 1 | 0.18 |
| DFF | 1 | 0.50 |
| and+or+nand+nor | 6 | 2.43 |
Power figures rest on the tool's default switching activity, not on a simulated workload.
